$ cat config.mk
export PLATFORM = sky130hd
export DESIGN_NAME = vga
export DESIGN_NICKNAME = vga
export VERILOG_FILES = /design/flow/design.v
export SDC_FILE = /design/flow/constraint.sdc
export NUM_CORES = 4
export LEC_CHECK = 1
export CORE_UTILIZATION = 40
$ cat design.v
`timescale 1ns / 1ps
module vga(
	input clk,
	input reset,
	output reg [3:0] red,
	output reg [3:0] green,
	output reg [3:0] blue,
	output reg	 hsync,
	output reg	 vsync,
	output [15:0]vga_addr,
	input [7:0] vga_out
    );
parameter hpixels = 12'd800;
parameter vlines = 12'd521;
parameter hbp = 12'd144;
parameter hfp = 12'd784;
parameter vbp = 12'd31;
parameter vfp = 12'd511;
parameter W = 256;
parameter H = 256;
wire [10:0] C1, R1;
reg [11:0] hc_new;
reg [9:0] hc;
reg [9:0] vc;
reg vidon;
reg spriteon;
reg vsenable;
always @ (posedge clk)
	if (reset || vsenable)	hc_new <= 0;
	else					hc_new <= hc_new + 1;
always@* hc = hc_new[11:2];
always@* vsenable = hc == hpixels - 1;
always @* hsync = hc > (127);
always @ (posedge clk)
	if (reset || vc_clr)	vc <= 0;
	else if (vsenable)		vc <= vc + 1;
assign vc_clr = vsenable & (vc == vlines - 1);
always@* vsync = vc > 2;
always @(*) vidon = ((hc < hfp) && (hc > hbp) && (vc < vfp) && (vc > vbp));
assign C1 = 11'd100;
assign R1 = 11'd100;
always @(*) spriteon = ((hc >= C1 + hbp) && (hc < C1 + hbp + W) && (vc >= R1 + vbp) && (vc < R1 + vbp + H));
always @(*)
	begin
		red = 0;
		green = 0;
		blue = 0;
		if ((spriteon == 1) && (vidon == 1))
			begin
				red 	= vga_out[7:4];
				green 	= vga_out[7:4];
				blue	= vga_out[7:4];
			end
	end
reg [17:0] addr_cnt;
always@(posedge clk)
	if(reset)	
		addr_cnt <= 0;
	else if((spriteon == 1) && (vidon == 1))
		addr_cnt <= addr_cnt + 1;
assign vga_addr = 	addr_cnt[17:2];
endmodule
$ cat constraint.sdc
current_design vga

set clk_period 4.6
set clk_io_pct 0.2

create_clock -name clk0 -period $clk_period [get_ports {clk}]

set non_clock_inputs [all_inputs -no_clocks]
set_input_delay [expr $clk_period * $clk_io_pct] -clock clk0 $non_clock_inputs
set_output_delay [expr $clk_period * $clk_io_pct] -clock clk0 [all_outputs]
$ cat run.sh
#!/bin/bash
# OpenROAD 26Q1-2900-gdf79404cd8, Yosys 0.63+post, stock flow scripts
make -C /OpenROAD-flow-scripts/flow DESIGN_CONFIG=/design/flow/config.mk WORK_HOME=/design/flow/orfs finish
==> notes.org <==
#+TITLE: Synthesis and PnR summary

** Run status
- Status :: finished, final reports clean

** STA
- For reference, the final report shows the max-slew violation count at 0.
- Min Clock Period, post-route :: 3.556 ns
- For reference, the final report shows the hold violation count at 0.
- Slew margin rel. :: 55.30%
- Unrepaired setup endpoints after global routing :: false
- The flow reports an fmax of 0.2812 GHz.
- The clock arrives with 0.005904 ns of skew.
- The final layout reports a setup TNS of 0 ns.
- In the final report, the number of endpoints failing setup comes to 0.
- Post-route period utilization is reported as 77.31%.
- Transition time at the pin with the least slew margin :: 0.6676 ns

** Setup path
- Per STA, the worst path is made up of ha_1 -> nor2_1 -> a2111oi_1 -> a31o_1 -> buf_4 -> nor2_1 -> and2_1 -> clkdlybuf4s50_1.
- The data required time reported for the critical path is 3.68 ns.
- Timing startpoint of the critical path :: vc[1]$_SDFFE_PP0P_
- The cell that appears most often on the critical path is nor2_1.
- Crit start category :: flip-flop
- In this run the critical register-to-register path is launched from vc[0]$_SDFFE_PP0P_.
- Critical path capture point type :: output pin
- Class of the most critical setup path :: flip-flop to output pin
- Data arrival, critical path :: 2.64 ns
- In this design, the stage delay of the slowest critical-path cell is 0.41 ns.
- The critical path maximum fanout is 31.
- Among all stages on the critical path, the largest delay is contributed by dfxtp_1.

** Power
- The leakage power in the latest report is 0.8454 nW.
- The highest supply drop recorded on VDD is 0.1507 mV.
- Fraction of power spent switching nets :: 20.70%
- Internal power comes to 0.5167 mW.
- The share of total power dissipated in the clock network is 43.7%.
- Summed over all nets, the switching power comes to 0.1349 mW.
- The flow reports that combinational logic draws 2.6% of the design power.
- Power density over the cells :: 253.5 mW/mm^2
- Sequential cells account for 53.7% of the total power.

** Synthesis
- Counting flops with a built-in enable in the synthesized netlist gives 0.
- The number of cells reported by Yosys stat comes to 267.
- The most common cell in the synthesized netlist is dfxtp_1.
- Post-synth top area share :: 35.61%
- Ranked by instance count, the synthesized netlist is headed by dfxtp_1, nor2_1, buf_4.
- Ys Warns :: 2
- Cell count after synthesis :: 267
- Counting distinct cell types in the post-synthesis netlist gives 38.
- The commonest register cell is dfxtp_1.
- Top cells by area :: dfxtp_1, buf_4, nor2_1
- After synthesis, the mean cell area works out to 8.421 um^2.
- The synthesis report gives the async set-or-reset register share as 0%.
- Counting flops and latches in the post-synthesis netlist gives 40.
- In the synthesis report, Yosys lists the chip area as 0.002248 mm^2.
- The biggest area contributor in the post-synthesis netlist is dfxtp_1.
- Post-synthesis sequential area ratio :: 35.61%
- Mapped cell area :: 0.002248 mm^2

** GRT
- GRT Total Usage :: 15.24%
- Via count of the first global-routing pass :: 1631
- For this run the aggregate overflow at the end of global routing stands at 0.
- Entering global routing, the biggest net connects 32 pins.
- Initial antenna violation count :: 0
- Wire length of the first global-routing pass :: 7445 um

** Min path
- According to the hold report, the worst path is of the flip-flop to flip-flop type.
- Worst hold start :: hc_new[0]$_SDFF_PP0_

** Clocking
- Number of clock sinks :: 40
- Once the clock tree was built, the resizer swapped 0 gates to a different size.
- No sink is reached through more buffers than the 2 on the longest clock path.
- For reference, the clock transition at the flip-flops on the worst setup and hold paths is 0.08 ns.
- Count of buffers added by post-CTS timing repair for setup :: 0
- Library cell used as clock root buffer :: clkbuf_8
- Clock latency reported for the late side of the worst-skew pair :: 0.29 ns
- The number of clock buffers added by TritonCTS is 5.
- The clock H-tree reported by CTS has 2 levels.
- Number of hold-repair buffers added at the cts stage :: 0
- Clock tree from TritonCTS :: built

** Route
- Post-DR vias/cell :: 5.213
- For this sky-water flow run, the detailed-routed wirelength per cell is reported as 12.22 um.
- Once detail routing completed, the nets flagged for antenna violations numbered 0.
- Vias post-DR :: 1809
- The iteration count recorded for the first detailed-route pass is 4.
- Wire length reported by the detailed router :: 4239 um
- Number of DRC violations after detailed-routing iteration 0 :: 109
- Antenna repair during routing inserted a diode count of 0.
- After detailed routing, the number of remaining DRC violations is 0.

** Place
- Port Buffers :: 35
- Placed Area :: 0.002462 mm^2
- Summed over all nets, the half-perimeter wirelength after detailed placement is 2826 um.
- Placer Congestion :: 0.8189

** Job
- Max-cap violations :: 0
- Log Warnings :: 31

** Floorplanning
- Pre-placement core utilization :: 42.66%
- Std cell rows :: 26
- The floorplan step defined a core boundary enclosing 0.005270 mm^2.
- Die span in y :: 76.98 um
- After floorplanning, the die was sized to cover 0.005925 mm^2.
- Measured along the x axis, the die boundary spans 76.98 um.
- The floorplan report gives the top-level pin count as 40.

** Cells and area
- Growth of design area from synthesis to finish :: 14.30%
- Share of post-route cells with drive strength above 1 :: 7.220%
- The finished cells cover 0.002570 mm^2.
- Layout filler cell count :: 524
## critical path: cells and delay by family, from the launching register on
family / cells / cell delay (ns)
adders and majority gates: 1 / 0.25
DFF: 1 / 0.41
buffers and inverters: 2 / 0.68
and+or+nand+nor: 3 / 0.45
AOI/OAI and AO/OA: 2 / 0.56
## cell type report
cell class	instances	area, um^2	area share [%]
clock inverter	2	35.03	1.363
tap	70	87.58	3.408
sequential	40	800.8	31.16
inverter	9	33.78	1.315
clock buffer	6	72.57	2.824
timing repair buffer	37	365.4	14.22
multi-input combinational	183	1175	45.72
## placed cells by master (no fill, tap or decap), drive strengths merged
cell type	netlist	layout
dfxtp	40	40
nor2	37	37
clkdlybuf4s50	0	35
nand4	14	14
a21oi	14	14
xor2	13	13
nand3	11	11
inv	9	9
o31ai	9	9
or4	9	9
nand2	8	8
nor2b	7	7
and2	6	6
mux2	6	6
clkbuf	5	6
nor3	6	6
or3	5	5
xnor2	5	5
ha	5	5
and3	4	4
and4	4	4
o21ai	4	4
nor4	4	4
o2111ai	2	2
nor4b	2	2
buf	30	2
a31o	2	2
o211ai	2	2
a2111oi	1	1
o21a	1	1
or2	1	1
mux2i	1	1
bufinv	0	1
clkinv	0	1
## final timing paths
path | to | slack (ns) | cells after the start
setup / recovery | red[2] | 1.04 | 8
hold / removal | hc_new[0]$_SDFF_PP0_ | 0.47 | 1
setup reg to reg | addr_cnt[8]$_SDFFE_PP0P_ | 2.47 | 7
hold reg to reg | hc_new[0]$_SDFF_PP0_ | 0.47 | 1
## flip-flops by register name (all words and copies together) (netlist names)
signal,flops
vc,10
addr_cnt,18
hc_new,12
## metal layers
| metal | part of all wire, % | global-route usage (%) | vias to the layer above |
|---|---|---|---|
| li1 | - | - | 947 |
| met1 | 51 | 23.25 | 817 |
| met2 | 43 | 23.39 | 35 |
| met3 | 3.5 | 2.539 | 10 |
| met4 | 2.2 | 2.830 | 0 |
| met5 | 0 | 0 | - |
## power by group through the flow
stage / clock network (mW) / logic, mW / registers [mW]
after CTS: 0.294 / 0.0171 / 0.350
after global routing: 0.309 / 0.0192 / 0.350
final: 0.285 / 0.0168 / 0.350
## metrics by stage
step | utilization, % | power (mW) | worst slack [ns] | std cells | hold slack [ns]
after CTS | 48.77 | 0.6609 | 1.022 | 347 | 0.4723
after global routing | 48.77 | 0.6788 | 0.8426 | 347 | 0.5181
after floorplan | - | 0.3676 | 1.962 | 267 | 0.4302
after global placement | 46.72 | 0.3751 | 1.406 | 339 | 0.4467
after detailed placement | 46.72 | 0.3754 | 1.388 | 339 | 0.4535
final | 48.77 | 0.6516 | 1.044 | 347 | 0.4678
## cells by family after synthesis
logic type                 share of synthesized area, %
and+or+nand+nor                                   28.77
buffers and inverters                             12.13
DFF                                               35.62
AOI/OAI and AO/OA                                 10.24
xor gates and xnor gates                          7.012
muxes                                             3.450
adders and majority gates                         2.782
Power figures rest on the tool's default switching activity, not on a simulated workload.
